==> config.mk <==
export PLATFORM = sky130hd
export DESIGN_NAME = cpu
export DESIGN_NICKNAME = cpu
export VERILOG_FILES = /design/flow/design.v
export SDC_FILE = /design/flow/constraint.sdc
export NUM_CORES = 4
export LEC_CHECK = 1
export CORE_UTILIZATION = 40
==> constraint.sdc <==
current_design cpu

set clk_period 11.9
set clk_io_pct 0.2

create_clock -name clk0 -period $clk_period [get_ports {clk}]

set non_clock_inputs [all_inputs -no_clocks]
set_input_delay [expr $clk_period * $clk_io_pct] -clock clk0 $non_clock_inputs
set_output_delay [expr $clk_period * $clk_io_pct] -clock clk0 [all_outputs]
==> design.v <==
module ALUControl(
    input [1:0] ALUOp,
    input [31:0] instr,
    input [31:0] data1,
    input [31:0] data2,
    input imm,
    output zero,
    output [31:0] ALUresult
);
reg ALUresult;reg zero;
always @(*) begin
    case(ALUOp)
    2'b00: ALUresult=(data1)+(data2);
    2'b01: begin
        case(instr[14:12])
        3'b000:begin
            zero=($signed(data1)==$signed(data2));
        end
        3'b001: begin
            zero=!(($signed(data1)==$signed(data2)));
        end
        3'b100: begin
            zero=(data1<data2);
        end
        3'b110:zero=($unsigned(data1)<$unsigned(data2));
        3'b101:zero=($signed(data1)>=$signed(data2));
        3'b111:zero=($unsigned(data1)>=$unsigned(data2));
    endcase
    end 
    2'b10:begin
        case(instr[14:12])
            3'b000:begin
                if(imm==1) begin
                    ALUresult=data1+data2;
            end
            else begin
                if(instr[30]==0) begin
                    ALUresult=data1+data2;
                end
                else begin
                    ALUresult=data1-data2;
                end
            end
            end
            3'b010:ALUresult=($signed(data1)<$signed(data2));
            3'b011:ALUresult=(data1<data2);
            3'b100:ALUresult=data1^data2;
            3'b110:ALUresult=data1|data2;
            3'b111:ALUresult=data1&data2;
            3'b001:ALUresult=data1<<data2[4:0];
            3'b101:begin
                if(instr[31:25]==0) begin
                    ALUresult=data1>>data2[4:0];
                end
                else begin
                    ALUresult=data1>>>data2[4:0];
                end
            end
            endcase
    end
    endcase
end
endmodule 
module control(
    input [2:0] ins,
    output branch ,
    input [1:0] waddr,
    output imm,
    output store,
    output MemtoReg ,
    output [1:0] ALUOp ,
    output [3:0] MemWrite ,
    output ALUSrc ,
    output RegWrite,
    output lui,
    output auipc,
    input [6:0] opcode
);
    reg branch ;reg store;
    reg MemtoReg ;
    reg ALUOp ;
    reg MemWrite ;
    reg ALUSrc ;
    reg RegWrite;
    reg imm;
    reg lui;
    reg auipc;
    always @(*) begin
    case(opcode)
    7'b0110011: begin
        branch=0;
        MemWrite=4'b0000;
        ALUOp=2'b10;
        store=0;
        lui=0;
        auipc=0;
        RegWrite=1;
        MemtoReg=0;
        ALUSrc=0;
        imm=0;
    end
    7'b0010011:begin
        branch=0;
        store=0;
        MemWrite=4'b0000;
        ALUOp=2'b10;
        RegWrite=1;
        MemtoReg=0;
        auipc=0;
        lui=0;
        ALUSrc=1;
        imm=1;
    end
    7'b0000011:begin
         branch=0;
        MemWrite=4'b0000;
        ALUOp=2'b00;
        store=0;
        RegWrite=1;
        MemtoReg=1;
        auipc=0;
        ALUSrc=1;
        lui=0;
        imm=0;
    end
    7'b0100011: begin
         branch=0;
         case(ins)
         3'b010:MemWrite=4'b1111;
         3'b001:begin
             case(waddr[1])
             0:MemWrite=4'b0011;
             1:MemWrite=4'b1100;
             endcase
         end
         3'b000:begin
             case(waddr)
             2'b00:MemWrite=4'b0001;
             2'b01:MemWrite=4'b0010;
             2'b10:MemWrite=4'b0100;
             2'b11:MemWrite=4'b1000;
             endcase
         end
    endcase
        ALUOp=2'b00;
        RegWrite=0;
        store=1;
        lui=0;
        auipc=0;
        ALUSrc=1;
        imm=0;
    end
    7'b1100011: begin
         branch=1;
         store=1;
        MemWrite=4'b0000;
        ALUOp=2'b01;
        RegWrite=0;
        lui=0;
        auipc=0;
        ALUSrc=0;
        imm=0;
    end
    7'b0110111:begin
        RegWrite=1;
        lui=1;
        MemtoReg=1;
        auipc=0;
    end
    7'b0010111: begin
        RegWrite=1;
        lui=0;
        MemtoReg=1;
        auipc=1;
    end
    7'b1101111:begin
        branch=0;
        RegWrite=1;lui=0;auipc=0;
    end
    7'b1100111:begin
        branch=0;RegWrite=1;
        lui=0;
        auipc=0;
        ALUOp=2'b00;
        store=0;
        ALUSrc=1;
        MemtoReg=1;
    end
    7'b0000000:begin
        branch=0;
    end
    endcase
end
endmodule
module cpu (
    input clk, 
    input reset,
    output [31:0] iaddr,
    input [31:0] idata,
    output [31:0] daddr,
    input [31:0] drdata,
    output [31:0] dwdata,
    output [3:0] dwe
);
    reg [31:0] iaddr;
    reg [31:0] daddr;
    reg [31:0] dwdata;
    reg [3:0]  dwe;
    wire store;
    reg [31:0] write_data;
    wire [31:0] read_data1;
    wire [31:0] read_data2;
    reg [31:0] data2;
    wire [31:0] ALUresult;
    wire [31:0] Load_output;
    wire branch ;
    wire MemtoReg ;
    wire [1:0] ALUOp ;
    wire [3:0] MemWrite ;
    wire ALUSrc ;
    wire RegWrite;
    wire auipc;
    wire imm;
    wire [31:0] offset;
    wire zer0;
    wire lui;
    regfile r1(.reset(reset),.rs1(idata[19:15]),.rs2(idata[24:20]),.rd(idata[11:7]),.we(RegWrite),.clk(clk),.wdata(write_data),.rv1(read_data1),.rv2(read_data2));
    control c1(.auipc(auipc),.lui(lui),.waddr(ALUresult[1:0]),.MemtoReg(MemtoReg),.store(store),.opcode(idata[6:0]),.ins(idata[14:12]),.branch(branch),.ALUOp(ALUOp),.MemWrite(MemWrite),.ALUSrc(ALUSrc),.RegWrite(RegWrite),.imm(imm));
    ALUControl a1(.zero(zero),.ALUOp(ALUOp),.instr(idata),.data1(read_data1),.data2(data2),.imm(imm),.ALUresult(ALUresult));
    load_control l1(.read_data(drdata),.Load_output(Load_output),.inst(idata[14:12]),.ALUresult(ALUresult));
    assign offset={{20{idata[31]}},idata[7],idata[30:25],idata[11:8],{1{1'b0}}};
    always @(*) begin
    if(ALUSrc==0) begin
         data2=read_data2;
    end
    else begin
         if(store==0) begin
             if(idata[6:0]==7'b1100111) begin
             data2={{20{idata[31]}},idata[30:25],idata[24:21],idata[20]};
             end
             else begin 
                 data2={{20{idata[31]}},idata[31:20]};
             end
         end
         else begin
             data2={{20{idata[31]}},idata[31:25],idata[11:7]};
         end
    end
    if(MemtoReg==0) begin
         write_data=ALUresult;
    end 
    else begin
        if(lui==0) begin
            if(auipc==0) begin
                if((idata[6:0]==7'b1101111)||(idata[6:0]==7'b1100111)) begin
                    write_data=iaddr+4;
                end
                else begin
         write_data=Load_output; 
                end
            end
            else begin
                write_data=iaddr+{idata[31:12],{12{1'b0}}};
            end
        end
        else begin
            write_data={idata[31:12],{12{1'b0}}};
        end
    end
    dwe=MemWrite;
    daddr=ALUresult;
    dwdata=read_data2;
    end
    always @(posedge clk) begin
        if (reset) begin
            iaddr <= 0;
            daddr <= 0;
            dwdata <= 0;
            dwe <= 0;
        end else begin
            if(branch&zero) begin
            iaddr <= iaddr + offset;
            end
            else begin
                if(idata[6:0]==7'b1101111)
             iaddr<=iaddr+{{12{idata[31]}},idata[19:12],idata[20],idata[30:25],idata[24:21],{1{1'b0}}};
             else if(idata[6:0]==7'b1100111)
             iaddr<=ALUresult;
             else
            iaddr<=iaddr+4;    
            end
        end
    end
endmodule
module load_control(
    input [31:0] read_data,
    output [31:0] Load_output,
    input [2:0] inst,
    input [31:0] ALUresult
);
reg Load_output;
always @(*) begin
    case(inst)
    3'b010:Load_output=read_data;
    3'b001:begin
        if(ALUresult[1]) begin
            Load_output={{16{read_data[31]}},read_data[31:16]};
        end
        else begin
            Load_output={{16{read_data[15]}},read_data[15:0]};
        end
    end
    3'b101:begin
        if(ALUresult[1]) begin
            Load_output={{16{1'b0}},read_data[31:16]};
        end
        else begin
            Load_output={{16{1'b0}},read_data[15:0]};
        end
    end
    3'b000: begin
        case(ALUresult[1:0])
        2'b00:Load_output={{24{read_data[7]}},read_data[7:0]};
        2'b01:Load_output={{24{read_data[15]}},read_data[15:8]};
        2'b10:Load_output={{24{read_data[23]}},read_data[23:16]};
        2'b11:Load_output={{24{read_data[31]}},read_data[31:24]};
        endcase
    end
    3'b100:begin
        case(ALUresult[1:0])
        2'b00:Load_output={{24{1'b0}},read_data[7:0]};
        2'b01:Load_output={{24{1'b0}},read_data[15:8]};
        2'b10:Load_output={{24{1'b0}},read_data[23:16]};
        2'b11:Load_output={{24{1'b0}},read_data[31:24]};
        endcase
    end
    endcase
end
endmodule
module regfile(
    input [4:0] rs1,      
    input [4:0] rs2,      
    input [4:0] rd,       
    input reset,
    input we,             
    input [31:0] wdata,   
    output [31:0] rv1,    
    output [31:0] rv2,    
    input clk            
);
    wire [31:0] r0;wire [31:0] r31;wire [31:0] r1;wire [31:0] r2;wire [31:0] r4;wire [31:0] r5;wire [31:0] r6;wire [31:0] r7;wire [31:0] r3;
    assign r0=registers[0];assign r31=registers[31];assign r1=registers[1];assign r2=registers[2];assign r3=registers[3];
    assign r4=registers[4];assign r5=registers[5];assign r6=registers[6];assign r7=registers[7];
    integer i;
    reg[31:0] registers[31:0];
    initial
    begin
        for(i=0;i<32;i=i+1) begin
            registers[i]=0;
        end
    end
    assign rv1=registers[rs1];
    assign rv2=registers[rs2];
    always @(posedge clk) begin
        if((we==1)) begin
            if(rd!=0) registers[rd]<=wdata;
            else registers[rd]<=0;  
        end
    end
endmodule
==> run.sh <==
#!/bin/bash
# OpenROAD 26Q1-2900-gdf79404cd8, Yosys 0.63+post, stock flow scripts
make -C /OpenROAD-flow-scripts/flow DESIGN_CONFIG=/design/flow/config.mk WORK_HOME=/design/flow/orfs finish
==> results.py <==
# Synthesis and PnR figures
metrics = {
    "synthesis": {
        "ys.flops": 1097,
        "synth_cell_types": 85,
        "ys_async_sr_fraction": 0,
        "yosys_cells": 2721,
        "ys_chip_area_um2": 47400,
        "synthesis.area_um2": 47400,
        "syn-instance-count": 2721,
        "yosysWarnings": 142,
        "synth-edff-count": 1024,
        "ys.flop_type": "edfxtp_1",
        "avgSynthCellArea_um2": 17.4,
    },
    "sta": {
        "setup_viol": 0,
        "period_used_share": 0.457,
        "max_freq_ghz": 0.184,
        "relSlewSlack": 0.251,
        "tightest_slew_ns": 1.12,
        "fin_worst_skew_ns": 0.0420,
        "setup_tns_ns": 0,
        "rsz0062_at_grt": "no",
        "unclocked_pins": 42,
        "hold_violations": 0,
        "slew_viol_final": 0,
        "untimed_endpoints": 42,
        "period_minus_slack_ns": 5.44,
    },
    "pwr": {
        "combPwrFrac": 0.048,
        "peakVddDrop_mv": 0.110,
        "power_frac_seq": 0.523,
        "sw_frac_of_total": 0.215,
        "p_per_area_nw_per_um2": 144,
        "p_int_mw": 6.11,
        "p_switching_mw": 1.67,
        "clkPwrFrac": 0.429,
        "leakagePower_nw": 19.6,
    },
    "clock_network": {
        "cts_tree": "done",
        "cts_resized": 0,
        "post_cts.repair.setup_buffers": 0,
        "path_clk_slew_ns": 0.06,
        "root_buffer": "clkbuf_16",
        "hold_buffers": 0,
        "cts.path.max_buffers": 3,
        "clk_latency_ns": 0.72,
        "htree_levels": 3,
        "numCtsBuffers": 107,
    },
    "status": {
        "status": "finished, final reports clean",
    },
    "global_routing": {
        "grt_max_degree": 83,
        "grtUsageTotal": 0.243,
        "antenna_found_initial": 0,
        "grt_pass1_wl_um": 192000,
        "grt_overflow": 0,
        "grt_pass1_vias": 27700,
    },
    "job": {
        "drv_cap": 0,
        "tool_warnings": 26,
    },
    "worst_setup_path": {
        "cp-end-kind": "register",
        "rrSetupSlack_ns": 7.91,
        "timing.rr.end": "r1.registers[1][26]",
        "startpoint_type": "primary input",
        "arrival_ns": 6.08,
        "critical_path_class": "in2reg",
        "crit_path_end": "iaddr[25]",
        "crit_start": "idata[21]",
        "r2r_cells": 11,
        "required_ns": 12.54,
        "r2r-start": "iaddr[2]",
        "worstPathMaxFanout": 4,
    },
    "placed_design": {
        "port_buffers": 96,
        "post-dp-hpwl_um": 78200,
        "post_dp_cell_area_um2": 50500,
        "gp_congestion": 0.965,
    },
    "layout": {
        "mostFrequentLayoutCells": "edfxtp_1 (1024), mux4_2 (320), nand2_1 (129), a21oi_1 (114), nor2_1 (112)",
        "num-fill-cells": 9584,
        "area_delta_synth_final_pct": 13.9,
        "layout-drive-gt1-share": 0.233,
        "final_area_um2": 54000,
        "mostFrequentLayoutCell": "edfxtp_1",
    },
    "route": {
        "viasPerCell": 5.79,
        "drtIter0Drc": 1786,
        "antenna_cells": 0,
        "num_vias": 26000,
        "wire_per_inst_um": 29.5,
        "first_pass_iters": 5,
        "drtAntennaViolNets": 0,
        "drc": 0,
        "wl_um": 132000,
    },
    "hold_path": {
        "hp-class": "reg2reg",
        "hold_depth": 2,
    },
    "die": {
        "chip_area_um2": 120000,
        "io_pins": 166,
        "rows": 125,
        "fp.coreArea_um2": 117000,
        "fp.dieW_um": 346,
        "fp.dieH_um": 346,
        "fp_util": 0.406,
    },
}
-- metal layers --
layer / track usage / share of wire / wire length, um / vias up
li1: - / - / - / 11200
met1: 0.293 / 0.32 / 42900 / 12700
met2: 0.352 / 0.46 / 61200 / 1922
met3: 0.192 / 0.19 / 24800 / 169
met4: 0.0513 / 0.026 / 3420 / 7
met5: 0.0176 / 0.0016 / 207 / -
-- power groups by stage --
stage / Clock [mW] / Combinational, mW / Sequential (mW)
final: 3.34 / 0.372 / 4.07
after global routing: 3.54 / 0.402 / 4.07
after CTS: 3.41 / 0.375 / 4.07
-- through the flow --
step	power (mW)	setup slack (ns)	std cells	hold slack, ns	utilization
2_1_floorplan	4.38	5.86	2789	0.486	-
5_1_grt	8.01	6.21	4483	0.659	0.462
6_report	7.78	6.46	4483	0.627	0.462
3_5_place_dp	4.52	5.80	4284	0.616	0.433
4_1_cts	7.85	6.55	4483	0.625	0.462
3_3_place_gp	4.52	5.79	4284	0.615	0.433
-- synth_stat cells (all sizes together), types with 38 or more instances --
master	instances	area [um^2]
nand2	130	490
clkbuf	108	407
mux4	320	7210
a21oi	122	648
edfxtp	1024	30700
o21ai	75	394
dlxtn	42	631
xor2	38	333
nor2	153	577
nand3	38	190
xnor2	55	482
ha	87	1090
a211oi	52	390
buf	113	734
-- critical path, cell delays in order --
cell and delay [ns]:
clkdlybuf4s50_1 0.70, ha_1 0.27, inv_1 0.06, fa_1 0.40, and2b_1 0.26, o2111ai_2 0.13
a21boi_2 0.29, o21ai_4 0.11, o41ai_2 0.54, a21oi_2 0.15, o31a_1 0.28, or4_1 0.39
o211ai_1 0.10
-- final cells by class --
cell class | instances | area (um^2) | share of cell area
clock buffers | 125 | 2750 | 0.0508
clock inverters | 74 | 758 | 0.0140
inverters | 22 | 82.6 | 0.00153
multi-input cells | 1449 | 14800 | 0.275
flip-flops and latches | 1097 | 32000 | 0.592
well taps | 1524 | 1910 | 0.0353
repair buffers | 192 | 1690 | 0.0314
-- registers in the layout, summed over array words and instances (netlist names) --
register        flops
c1.branch           1
c1.MemtoReg         1
c1.ALUOp            2
a1.zero             1
iaddr              31
c1.ALUSrc           1
c1.auipc            1
r1.registers     1024
c1.lui              1
l1.Load_output     32
c1.RegWrite         1
c1.store            1
-- worst min path at each step --
stage,slack (ns),start,endpoint
CTS,0.63,iaddr[1],iaddr[1]
global route,0.66,iaddr[1],iaddr[1]
finish,0.63,iaddr[1],iaddr[1]
-- cell families (layout without fill, tap and decap cells) --
| logic type | after synthesis | after routing | synth area share |
|---|---|---|---|
| AOI/OAI and AO/OA | 370 | 370 | 0.0509 |
| xor gates and xnor gates | 93 | 93 | 0.0172 |
| adders and majority gates | 90 | 90 | 0.0242 |
| buffers and inverters | 243 | 413 | 0.0258 |
| DFF | 1055 | 1055 | 0.661 |
| latches | 42 | 42 | 0.0133 |
| muxes | 361 | 361 | 0.161 |
| other | 1 | 69 | 0.0000790 |
| and+or+nand+nor | 466 | 466 | 0.0459 |
Power and IR drop assume default switching activity.
